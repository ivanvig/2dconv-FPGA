**design/flow/design.v**
```verilog
module MCU
    #(
      parameter N = 16,
      parameter STATES = 3,
      parameter BITS_IMAGEN = 8,
      parameter BITS_DATA = 13,
      parameter BITS_ADDR = 10
      )(
        input [N*BITS_DATA-1:0]        i_DataConv,
        input [BITS_IMAGEN-1:0]        i_Data,
        input [(N+2)*BITS_DATA-1:0]    i_MemData,
        input [BITS_ADDR-1:0]          i_WAddr, i_RAddr,
        input                          i_chblk, i_sop, i_eop, rst, clk,
        output [3*N*BITS_IMAGEN-1:0]   o_DataConv,
        output [BITS_DATA-1:0]         o_Data,
        output [N+1:0]                 o_we,
        output [BITS_ADDR-1:0]         o_WAddr, o_RAddr,
        output [(N+2)*BITS_DATA-1:0] o_MemData
        );
    wire [clog2(STATES-1)-1:0]         state;
    wire [clog2(N/2)-1: 0]             substate;
    wire [clog2(N+1)-1:0]              memSelect;
    assign o_WAddr = i_WAddr;   
    assign o_RAddr = i_RAddr;
    MUX_ARRAY
        #(
          .N(N),
          .BITS_IMAGEN(BITS_IMAGEN),
          .BITS_DATA(BITS_DATA),
          .STATES(STATES)
          )
    u_MUX_ARRAY
        (
         .i_DataConv(i_DataConv),
         .i_MemData(i_MemData),
         .i_Data(i_Data),
         .i_state(state),
         .i_substate(substate),
         .i_memSelect(memSelect),
         .o_DataConv(o_DataConv),
         .o_MemData(o_MemData),
         .o_Data(o_Data)
         );
    MCU_CTRL
        #(
          .N(N),
          .STATES(STATES)
          )
    u_MCU_CTRL
        (
         .i_sop(i_sop),
         .i_eop(i_eop),
         .i_chblk(i_chblk),
         .clk(clk),
         .rst(rst),
         .o_we(o_we),
         .o_state(state),
         .o_substate(substate),
         .o_memSelect(memSelect)
         );
    function integer clog2;
        input integer                  depth;
        for (clog2=0; depth>0; clog2=clog2+1)
            depth = depth >> 1;
    endfunction
endmodule
module MCU_CTRL
    #(
      parameter N = 16,
      parameter STATES = 3,
      localparam LOAD = 2'b00,
      localparam PROC = 2'b01,
      localparam OUT = 2'b10,
      localparam SUB = N/2 + 1  
      )(
        input                          i_sop, i_eop, clk, rst, i_chblk,
        output reg [N+1:0]             o_we,
        output [clog2(STATES-1)-1:0]    o_state,
        output [clog2(SUB-1) - 1:0]     o_substate,
        output reg [clog2(N+1) - 1:0] o_memSelect
        );
    reg [N+1:0]                        we_rw_status;
    reg [N+1:0]                        we_proc_status;
    reg [clog2(N+1) - 1:0]            memSelect_load, memSelect_out;
    reg [clog2(SUB-1) - 1:0]            substate;
    reg [clog2(STATES-1)-1:0]           state;
    reg [clog2(STATES-1)-1:0]           next_state;
    reg                                chblk;
    assign o_state = state;
    assign o_substate = substate;
    always @ (posedge clk) begin
        if(rst) begin
            substate <= {clog2(SUB-1){1'b0}};
            next_state <= {clog2(STATES-1){1'b0}};
            memSelect_load <= {clog2(N+1){1'b0}};
            memSelect_out <= {clog2(N+1){1'b0}};
            we_rw_status <= {{(N+1){1'b0}}, 1'b1};
            we_proc_status <= {2'b00, {N{1'b1}}};
            chblk <= 1'b0;
        end
        else begin
            chblk <= i_chblk;
            case(state)
                LOAD: begin  
                    if(next_state == state) begin
                        next_state <= (next_state == STATES - 1) ? {clog2(STATES-1){1'b0}} : next_state + 1;
                    end
                    else begin
                        if(i_chblk && (i_chblk != chblk)) begin
                            we_rw_status <= {we_rw_status[N:0], we_rw_status[N+1]};
                            memSelect_load <= (memSelect_load == N + 1) ? {clog2(N+1){1'b0}} : memSelect_load + 1;
                        end
                    end
                end
                PROC: begin
                    if(next_state == state) begin
                        next_state <= (next_state == STATES  - 1) ? {clog2(STATES-1){1'b0}} : next_state + 1;
                   end else begin
                       if(i_chblk && (i_chblk != chblk))
                           we_proc_status <= {we_proc_status[1:0], we_proc_status[N+1:2]};
                   end
                end
                OUT: begin
                    if(next_state == state) begin
                        substate <= (substate == SUB-1) ? {clog2(SUB-1){1'b0}} : substate + 1;
                        next_state <= (next_state == STATES - 1) ? {clog2(STATES-1){1'b0}} : next_state + 1;
                    end
                    else begin
                        if(i_chblk && (i_chblk != chblk)) 
                            memSelect_out <= (memSelect_out == N + 1) ? 0 : memSelect_out + 1;
                    end
                end
            endcase
        end
    end
    always @ (*)
        state = {i_eop, i_sop};
    always @ (*) begin
        case(state)
            LOAD: begin
                o_memSelect = memSelect_load;
                o_we = we_rw_status;
            end
            PROC: begin
                o_we = we_proc_status;
                o_memSelect = {(clog2(N+1) - 1){1'b0}};
            end
            OUT: begin
                o_we = {(N+2){1'b0}};
                o_memSelect = memSelect_out;
            end
            default: begin
                o_we = {(N+2){1'b0}};
                o_memSelect = {(clog2(N+1) - 1){1'b0}};
            end
        endcase
    end
    function integer clog2;
        input integer depth;
        for (clog2=0; depth>0; clog2=clog2+1)
            depth = depth >> 1;
    endfunction
endmodule
module MUX_ARRAY
    #(
      parameter N = 16,
      parameter BITS_IMAGEN = 8,
      parameter BITS_DATA = 13,
      parameter STATES = 3,
      localparam SUB = N/2 + 1  
      )(
        input [N*BITS_DATA-1:0]      i_DataConv,
        input [(N+2)*BITS_DATA-1:0]  i_MemData,
        input [BITS_IMAGEN-1:0]      i_Data,
        input [clog2(STATES-1)-1:0]  i_state,
        input [clog2(N/2) - 1:0]     i_substate,  
        input [clog2(N+1)-1:0]       i_memSelect,  
        output [N*3*BITS_IMAGEN-1:0] o_DataConv,
        output [(N+2)*BITS_DATA-1:0] o_MemData,
        output [BITS_DATA-1:0]       o_Data
    );
    wire [BITS_DATA-1:0]             to_memory [0:N+1];
    wire [3*BITS_IMAGEN-1:0]         to_conv [0:N-1];
    wire [3*BITS_IMAGEN-1:0]         to_inputmuxconv [0:N-1][0:2**(clog2(N/2))-1];
    wire [BITS_DATA-1:0]                         from_conv [0:N+1];  
    wire [BITS_DATA-1:0]                         from_memory[0:N+1];
    wire [BITS_DATA-1:0]                         to_muxmem[0:N+1];
    wire [BITS_DATA-1:0]                         to_inputmuxmem [0:N+1][0:2**(clog2(N/2))-1];
    generate
        genvar                           x, z;
        for (x = 0; x < N+2; x = x+1) begin
            for (z = 0; z <= {clog2(N/2){1'b1}}; z = z+1) begin
                if (z < N/2+1)
                    assign to_inputmuxmem[x][z] = from_conv[(2*z+x) % (N+2)];
                else
                    assign to_inputmuxmem[x][z] = {BITS_DATA{1'b0}};
            end
            assign to_muxmem[x] = to_inputmuxmem[x][i_substate];
            assign from_memory[x] = i_MemData[BITS_DATA*(x+1)-1 -: BITS_DATA];
            assign to_memory[x] = (i_state == 2'b00) ? {{(BITS_DATA-BITS_IMAGEN){1'b0}}, i_Data} : to_muxmem[x];
            assign o_MemData[BITS_DATA*(x+1)-1 -: BITS_DATA] = to_memory[x];
        end
    endgenerate
    generate
        genvar                           i;
        for (i = 0; i < N; i = i+1) begin
            genvar j;
            for (j = 0; j <= {clog2(N/2){1'b1}}; j = j+1) begin
                if(j < N/2+1)
                    assign to_inputmuxconv[i][j] = {
                                                    from_memory[(N*j+i+2) % (N+2)][BITS_IMAGEN-1:0],
                                                    from_memory[(N*j+i+1) % (N+2)][BITS_IMAGEN-1:0],
                                                    from_memory[(N*j+i) % (N+2)][BITS_IMAGEN-1:0]
                                                    };
                else
                    assign to_inputmuxconv[i][j] = {3*BITS_IMAGEN{1'b0}};
            end
            assign to_conv[i] = to_inputmuxconv[i][i_substate];
            assign from_conv[i] = i_DataConv[BITS_DATA*(i+1)-1 -: BITS_DATA];
            assign o_DataConv[3*BITS_IMAGEN*(i+1)-1 -: 3*BITS_IMAGEN] = to_conv[i];
        end
        assign from_conv[N] = {BITS_DATA{1'b0}};
        assign from_conv[N+1] = {BITS_DATA{1'b0}};
    endgenerate
    assign o_Data = from_memory[i_memSelect];
    function integer clog2;
        input integer depth;
        for (clog2=0; depth>0; clog2=clog2+1)
            depth = depth >> 1;
    endfunction
endmodule
```
**design/flow/run.sh**
```bash
#!/bin/bash
# OpenROAD 26Q1-2900-gdf79404cd8, Yosys 0.63+post, stock flow scripts
make -C /OpenROAD-flow-scripts/flow DESIGN_CONFIG=/design/flow/config.mk WORK_HOME=/design/flow/orfs finish
```
**design/flow/config.mk**
```make
export PLATFORM = sky130hd
export DESIGN_NAME = MCU
export DESIGN_NICKNAME = MCU
export VERILOG_FILES = /design/flow/design.v
export SDC_FILE = /design/flow/constraint.sdc
export NUM_CORES = 4
export LEC_CHECK = 1
export CORE_AREA = 10 10 439 439
export DIE_AREA = 0 0 449 449
```
**design/flow/constraint.sdc**
```tcl
current_design MCU

set clk_period 58.4
set clk_io_pct 0.2

create_clock -name clk0 -period $clk_period [get_ports {clk}]

set non_clock_inputs [all_inputs -no_clocks]
set_input_delay [expr $clk_period * $clk_io_pct] -clock clk0 $non_clock_inputs
set_output_delay [expr $clk_period * $clk_io_pct] -clock clk0 [all_outputs]
```
==> results.py <==
# Synthesis and PnR figures
metrics = {
    "run_status": {
        "outcome": "finished clean",
    },
    "floorplanning": {
        "ios": 1144,
        "dieHeight_um": 449,
        "fp-utilization_pct": 15.21,
        "rows": 157,
        "core-area_mm2": 0.1831,
        "die-area_mm2": 0.2016,
        "die-width_um": 449,
    },
    "setup_path": {
        "worstPathRequired_ns": 46.72,
        "worstPathArrival_ns": 15.28,
        "start_kind": "input port",
        "path_max_fanout": 48,
        "crit_type": "input port to output pin",
        "r2r_slack_ns": 55.55,
        "end_kind": "output pin",
    },
    "clock_tree": {
        "hold_buffers": 0,
        "clk_latency_ns": 0.31,
        "cts_tree": "yes",
        "cts-resized-gates": 0,
        "root_buffer": "clkbuf_16",
        "cts_sinks": 53,
        "clk_pin_slew_worst_paths_ns": 0.07,
        "cts_setup_buffers": 0,
        "h-tree-depth": 2,
        "numCtsBuffers": 5,
        "cts_buffer_depth": 2,
    },
    "final_layout": {
        "fill_cells": 20300,
        "syn_to_final_growth_pct": 44.43,
        "drive_above_1_share_pct": 5.480,
    },
    "global_routing": {
        "grt.total_usage_pct": 28.35,
        "grt_max_degree": 116,
        "overflow": 0,
        "grt_pass1_vias": 42330,
        "antenna_found_initial": 85,
        "grt_pass1_wl_mm": 401.2,
    },
    "final_timing": {
        "fin_skew_ns": 0.01271,
        "finalMaxSlewViolations": 0,
        "max_slew_margin_pct": 24.68,
        "period_used_pct": 46.17,
        "finalHoldViolCount": 0,
        "setup-violations-final": 0,
        "timing.final.crit_period_ns": 26.96,
        "rsz0062_at_grt": "no",
        "fmax_mhz": 37.09,
        "worst_slew_pin_slew_ns": 1.118,
        "worst_slack_ns": 31.44,
        "finalSetupTns_ns": 0,
    },
    "yosys": {
        "most_common_cell": "a22oi_1",
        "ys_types": 74,
        "ys_cells": 4512,
        "ys_warn_count": 2,
        "numSynthFlops": 53,
        "topCellsByArea": "a22oi_1 17%, a221oi_1 7.4%, a21oi_1 7.3%",
        "avgSynthCellArea_um2": 6.174,
        "netlist_area_mm2": 0.02786,
        "edf_count": 0,
        "async_flop_share_pct": 0,
        "top_area_cell": "a22oi_1",
        "syn_inst": 4512,
        "synthTopCellsByCount": "619 x a22oi_1, 541 x nand2_1, 484 x clkbuf_1",
        "synth_top_area_share_pct": 16.68,
        "yosysSeqAreaShare_pct": 3.809,
        "ff_type": "dfxtp_1",
        "yosys_area_mm2": 0.02786,
    },
    "flow_run": {
        "warnings": 39,
        "cap_violations": 0,
    },
    "placement": {
        "port_buffers": 1103,
        "post-dp-hpwl_mm": 230.4,
        "place_ws_ns": 31.34,
        "gp_congestion": 1.050,
    },
    "drt": {
        "wire_per_inst_um": 40.83,
        "totalWireLength_mm": 302.8,
        "drt_iter0_markers": 9653,
        "routed_via_density": 6.327,
        "drc_errors": 0,
        "ant_nets": 0,
        "vias": 46920,
        "firstDrtPassIters": 14,
    },
    "hold_path": {
        "hold_path_class": "flop to flop",
    },
    "power": {
        "ir_worst_vdd_v": 0.000009947,
        "p_leak_nw": 13.48,
        "power_density_mw_per_mm2": 8.254,
    },
}
## layout make-up
| class | count | area, um2 | share of cell area, % |
|---|---|---|---|
| antenna | 24 | 60.06 | 0.1493 |
| clock buffer | 5 | 125.1 | 0.3110 |
| clock inverter | 3 | 26.28 | 0.06531 |
| inverter | 11 | 41.29 | 0.1026 |
| multi-input combinational | 3552 | 23230 | 57.75 |
| sequential | 53 | 1069 | 2.656 |
| tap | 2464 | 3083 | 7.663 |
| timing repair buffer | 1303 | 12590 | 31.31 |
## path summary, 6_finish.rpt
path,from,end,depth (start not counted)
worst max-delay path,i_eop,o_MemData[91],8
worst min-delay path,u_MCU_CTRL.we_rw_status[7],u_MCU_CTRL.we_rw_status[8],2
worst max register to register,u_MCU_CTRL.substate[0],u_MCU_CTRL.substate[2],7
worst min register to register,u_MCU_CTRL.we_rw_status[7],u_MCU_CTRL.we_rw_status[8],2
## routing by layer
layer  part of all wire [%]  GRT usage, %  routed length [um]  vias to the layer above
li1                       -             -                   -                    18660
met1                     33         31.97              101300                    22330
met2                     44         43.62              131900                     4807
met3                     15         13.49               44710                     1097
met4                    8.0         16.08               24360                       32
met5                   0.16        0.7336                 474                        -
## flip-flops by register name, indices dropped and copies added (netlist names)
name                       flops
u_MCU_CTRL.memSelect_out       5
u_MCU_CTRL.substate            4
u_MCU_CTRL.memSelect_load      5
u_MCU_CTRL.next_state          2
u_MCU_CTRL.chblk               1
u_MCU_CTRL.we_rw_status       18
u_MCU_CTRL.we_proc_status     18
## through the flow
stage	power (mW)	util, %	hold WS, ns	std cells	instance area (um2)
4_1_cts	0.3247	21.94	0.4716	7391	40170
3_5_place_dp	0.2916	21.86	0.4611	7383	40020
3_3_place_gp	0.2919	21.86	0.4542	7383	40020
6_report	0.3321	21.97	0.4717	7415	40230
5_1_grt	0.3399	21.96	0.4872	7407	40210
2_1_floorplan	0.1176	-	0.4444	4512	27860
## worst max-delay path, stage by stage
cell and delay [ns]:
buf_2 0.08, buf_4 0.40, or2_4 0.30, buf_4 0.53, buf_4 0.53, o21ai_1 0.28
o21ai_0 0.64, clkdlybuf4s50_1 0.67
## cell usage in the layout, fill, tap and decap left out, types with 176 or more instances in the layout
| master | netlist | routed |
|---|---|---|
| o21ai_0 | 253 | 252 |
| a221oi_1 | 235 | 235 |
| a21oi_1 | 406 | 400 |
| a22o_1 | 198 | 198 |
| nor2_1 | 184 | 183 |
| clkdlybuf4s50_1 | 0 | 1101 |
| nand2_1 | 541 | 541 |
| a222oi_1 | 176 | 176 |
| a22oi_1 | 619 | 619 |
| buf_4 | 23 | 195 |
## cell families after synthesis
logic type | synth area share (%)
adder cells (fa/ha/maj) | 0.3594
flip-flops | 3.809
multiplexers | 1.981
AND/OR/NAND/NOR | 18.46
buffers and inverters | 13.68
AND-OR/OR-AND | 61.46
XOR/XNOR | 0.2515
## report_power, final
group / leakage (nW) / internal, mW / switching, mW
Combinational: 13.0 / 0.111 / 0.152
Clock: 0.0745 / 0.0163 / 0.0153
Sequential: 0.431 / 0.0368 / 0.000989
Total: 13.5 / 0.164 / 0.168
Power is estimated from default activity; no workload was simulated.
