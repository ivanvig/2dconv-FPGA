==> ./design.v <==
`timescale 1ns / 1ps
module Convolutor #(
    parameter BIT_LEN       = 8,
    parameter CONV_LEN      = 20,
    parameter CONV_LPOS     = 13,
    parameter M_LEN         = 3,
    localparam BIT_ARRAY    = BIT_LEN*M_LEN
    )(
    output [CONV_LPOS-1:0]  o_data,
    input [BIT_LEN-1:0]     i_dato0,
    input [BIT_LEN-1:0]     i_dato1,
    input [BIT_LEN-1:0]     i_dato2,
    input i_selecK_I,  
    input i_reset,
    input i_valid,
    input i_CLK
    );
    reg signed [BIT_ARRAY-1:0]  kernel [0:M_LEN-1];    
    reg signed [BIT_ARRAY-1:0]  imagen [0:M_LEN-1];
    reg signed [CONV_LPOS-1:0]  conv_reg;
    reg signed [CONV_LEN-3:0]   parcial0,parcial1;
    wire signed [CONV_LEN-1:0]   resultado;
    reg signed [(2*BIT_LEN)-1:0] array_prod [0:(M_LEN*M_LEN)-1];
    integer ptr0 , ptr1, i;
    integer shift;
    assign {o_data[CONV_LPOS-1],o_data[CONV_LPOS-2:0]}= {~conv_reg[CONV_LPOS-1], conv_reg[CONV_LPOS-2:0]};
    always @( posedge i_CLK) begin
        if(i_reset) begin
            for(shift=0; shift < M_LEN; shift = shift +1) begin
                imagen[shift]<={BIT_ARRAY{1'b0}};
                kernel[shift]<={BIT_ARRAY{1'b0}};
            end 
            conv_reg<={CONV_LPOS{1'b0}};
        end
        else if(i_valid)begin
            case (i_selecK_I)
                1'b1: begin
                    for( shift = 0; shift < M_LEN-1; shift = shift +1)
                        imagen[shift]<=imagen[shift+1];
                    imagen[M_LEN-1]<={i_dato2,i_dato1,i_dato0};
                    conv_reg<= resultado[CONV_LEN-2:CONV_LEN-CONV_LPOS-1];
                end
                1'b0: begin
                    for( shift = 0; shift < M_LEN-1; shift = shift +1)
                        kernel[shift]<=kernel[shift+1];
                    kernel[M_LEN-1]<={i_dato2,i_dato1,i_dato0};
                    conv_reg<=conv_reg;
                end
            endcase
        end
        else begin 
            for (shift =0 ; shift<M_LEN;shift=shift+1) begin: elseequ
                imagen[shift]<=imagen[shift];
                kernel[shift]<=kernel[shift];
            end
            conv_reg<=conv_reg;
        end
    end
    always@(posedge i_CLK)
        for(i = 0 ; i < (M_LEN*M_LEN) ; i=i+1) begin
            array_prod[i] =
                $signed(kernel[i/3][((i%3)+1)*BIT_LEN-1 -: BIT_LEN])*
                $signed(imagen[i/3][((i%3)+1)*BIT_LEN-1 -: BIT_LEN]);
        end
    always @(*) begin
        parcial0=0;
        for(ptr0 = 0 ; ptr0 < 4; ptr0 = ptr0 +1)begin
            parcial0 = parcial0 + array_prod[ptr0];
        end
    end
    always @(*) begin
        parcial1=0;
        for(ptr1 = 0 ; ptr1 < 4; ptr1 = ptr1 +1)begin
            parcial1 = parcial1 + array_prod[4+ptr1]; 
        end
    end
    assign  resultado = parcial0 + parcial1 + array_prod[8];
endmodule
==> ./run.sh <==
#!/bin/bash
# OpenROAD 26Q1-2900-gdf79404cd8, Yosys 0.63+post, stock flow scripts
make -C /OpenROAD-flow-scripts/flow DESIGN_CONFIG=/design/flow/config.mk WORK_HOME=/design/flow/orfs finish
==> ./config.mk <==
export PLATFORM = sky130hd
export DESIGN_NAME = Convolutor
export DESIGN_NICKNAME = Convolutor
export VERILOG_FILES = /design/flow/design.v
export SDC_FILE = /design/flow/constraint.sdc
export NUM_CORES = 4
export LEC_CHECK = 1
export CORE_UTILIZATION = 50
==> ./constraint.sdc <==
current_design Convolutor

set clk_period 7.3
set clk_io_pct 0.2

create_clock -name clk0 -period $clk_period [get_ports {i_CLK}]

set non_clock_inputs [all_inputs -no_clocks]
set_input_delay [expr $clk_period * $clk_io_pct] -clock clk0 $non_clock_inputs
set_output_delay [expr $clk_period * $clk_io_pct] -clock clk0 [all_outputs]
==> results.txt <==
Global placer's final weighted congestion - 0.926
Setup slack at placement - 2.78 ns
Via count of the first global-routing pass - 23.4k
Tool warning count - 25
Delay of the slowest cell on the worst path - 0.62 ns
Slowest stage cell, crit path - dfxtp_1
Required time of the critical path - 7.78 ns
Critical path class - reg2reg
Clk root buf - clkbuf_16
Hpwl dp - 58.5 mm
Sequential-to-total area share from yosys stat - 0.176
RSZ-0062 raised after global routing - false
Pre-antenna DRT Iters - 5
Commonest non-fill, non-tap cells in the layout - 865 x inv_1, 608 x fa_1, 472 x nand2_1, 370 x and2_1, 301 x dfxtp_1
FFs w/ async S/R, synth - 0
Clock-pin transition on the worst setup and hold timing paths - 0.06 ns
Number of violations reported at the end of detailed-routing iteration 0 - 993
CP dominant cell by count - fa_1
Skew-Pair Late Insertion Delay - 0.56 ns
# rows - 95
Syn Std Cell Area - 0.0343 mm²
Vias per std cell - 4.91
Number of clock buffers inserted by TritonCTS - 37
Worst Tran Pin Value - 0.717 ns
I/O pin total - 41
Grt total ovfl - 0
Worst Hold Class - reg2reg
Antenna-violating nets left - 0
Max Buffers Root-to-Sink - 3
Total cells reported by yosys after synthesis - 3781
Standard cell core area - 0.0675 mm²
Worst clock skew - 0.0162 ns
Area delta synth->final - 6.71%
Status - completed
Clock tree from TritonCTS - done
# clock sinks - 301
Final setup margin - 2.79 ns
Area reported by Yosys stat - 0.0343 mm²
Minimum clock period after layout - 4.51 ns
Number of pins exceeding their max-slew limit in the final report - 0
Library cells used by synthesis - 57
CTS hold repair buffers - 0
Post-route cell area - 0.0366 mm²
Fmax - 222 MHz
Number of enable flip-flop cells - 0
Crit-path max FO - 10
Post-route setup TNS - 0 ns
Worst voltage drop across the vdd grid - 165 µV
Most instantiated flip-flop cell in the synthesis netlist - dfxtp_1
Wire length of the first global-routing pass - 122 mm
Core utilization before placement - 0.509
Die Outline Area - 0.0697 mm²
Number of inserted diodes - 0
Post-synth regs - 301
Capturing element type of the critical path - flop
Final Routed Wirelength - 73.1 mm
Largest net degree at the start of global routing - 59
Average cell area after synthesis - 9.08 µm²
Via Count - 22.7k
Final hold violation count - 0
Number of warnings printed during yosys synthesis - 4
Cts repair resizes - 0
PD cells - 125 mW/mm²
Relative max-transition margin - 0.522
Final clock period utilization by the worst path - 0.618
Fraction of final layout cells sized beyond drive strength 1 - 0.0240
Tally of buffers added on design ports - 40
Number of setup buffers added after CTS - 0
Most common logic cell in the routed design - inv_1
Final worst hold slack - 0.453 ns
Initial antenna violation count - 1
Cells after Synth - 3781
Number of setup violations in the final report - 0
Height of the die - 264 µm
Number of remaining DRC errors - 0
Critical-path cell list - nand2_1, fa_1, inv_1, fa_1, inv_1, fa_1, fa_1, inv_1, ha_1, nor2b_1, o21ai_0, a21boi_0, o21ai_0, a21oi_1, or4_1, o211ai_1
Global routing usage summed across all routing layers - 0.238
Die Wd - 264 µm
Reported leakage power - 18.2 nW
DR WL/cell - 15.8 µm
Count of H-tree levels built during CTS - 2
Placed cell area - 0.0353 mm²
Launching element type of the critical path - flop
Max Cap Violations - 0
Fill count - 6186
Max reg flops - 144
WP data arrival - 5.00 ns
## synth_stat cells (7+ instances only)
cell type,instances,area share
buf_4,12,0.0026
nand2_1,473,0.052
nand3_1,24,0.0035
mux2_2,7,0.0023
a21o_1,31,0.0068
nor2_1,61,0.0067
ha_1,277,0.10
inv_1,865,0.095
and2_1,371,0.068
buf_1,8,0.00087
dfxtp_1,301,0.18
xor2_1,19,0.0048
o211ai_1,7,0.0015
a211oi_1,12,0.0026
clkbuf_1,128,0.014
o21bai_1,7,0.0015
xnor2_1,127,0.032
nor3_1,17,0.0025
nand2b_1,33,0.0060
and3_1,12,0.0022
a21oi_1,203,0.030
o21ai_0,32,0.0047
fa_1,608,0.35
o21a_1,10,0.0022
or3_1,8,0.0015
a31oi_1,7,0.0013
nor2b_1,54,0.0098
## area by class of cell
type	instances	area, µm²	share of cell area
clock inverters	19	274	0.00748
repair buffers	47	450	0.0123
clock buffers	49	1070	0.0293
well taps	873	1090	0.0298
multi-input cells	2465	24500	0.668
inverters	866	3250	0.0887
flip-flops and latches	301	6030	0.164
## report_power, final
group	internal (W)	leakage, nW	switching (W)	total (W)
Sequential	0.00170	2.44	0.0000892	0.00179
Clock	0.00126	0.651	0.000781	0.00204
Combinational	0.000310	15.1	0.000424	0.000734
## stage by stage
stage / utilization / instances / total power [W]
2_1_floorplan: - / 3781 / 0.00234
6_report: 0.543 / 4620 / 0.00456
3_3_place_gp: 0.523 / 4552 / 0.00256
4_1_cts: 0.543 / 4620 / 0.00462
3_5_place_dp: 0.523 / 4552 / 0.00256
5_1_grt: 0.543 / 4620 / 0.00480
## cells by family (layout without fill, tap and decap cells)
| kind of cell | after synthesis | count (layout) | share of synthesized area |
|---|---|---|---|
| simple gates | 1079 | 1079 | 0.157 |
| buf+inv | 1015 | 981 | 0.112 |
| fa+ha+maj | 885 | 885 | 0.455 |
| compound gates | 346 | 346 | 0.0595 |
| flops | 301 | 301 | 0.176 |
| xor+xnor | 146 | 146 | 0.0372 |
| mux | 9 | 9 | 0.00288 |
## per-layer routing
metal  global-route usage  vias up  routed length (µm)
met2                0.360      430               34000
li1                     -    11100                   -
met5                    0        -                   7
met1                0.369    11100               32500
met4               0.0270        2                1060
met3               0.0765       53                5500
## path summary, 6_finish.rpt
check / depth (start not counted) / end / startpoint / slack (ns)
hold reg to reg: 2 / conv_reg[4] / conv_reg[4] / 0.45
setup reg to reg: 16 / array_prod[3][14] / kernel[1][1] / 2.79
setup / recovery: 16 / array_prod[3][14] / kernel[1][1] / 2.79
hold / removal: 2 / conv_reg[4] / conv_reg[4] / 0.45
## worst max-delay path: cells and delay by family (launching register included)
family,cells,cell delay [ns]
buf+inv,3,0.20
simple gates,3,0.78
flops,1,0.62
fa+ha+maj,5,1.98
compound gates,5,0.86
No activity file was given, so power comes from the tool's default toggle rates.
